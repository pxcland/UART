`flow/config.mk`:
```
export PLATFORM = sky130hd
export DESIGN_NAME = UART
export DESIGN_NICKNAME = UART
export VERILOG_FILES = /design/flow/design.v
export SDC_FILE = /design/flow/constraint.sdc
export NUM_CORES = 4
export LEC_CHECK = 1
export CORE_UTILIZATION = 50
```
`flow/run.sh`:
```
#!/bin/bash
# OpenROAD 26Q1-2900-gdf79404cd8, Yosys 0.63+post, stock flow scripts
make -C /OpenROAD-flow-scripts/flow DESIGN_CONFIG=/design/flow/config.mk WORK_HOME=/design/flow/orfs finish
```
`flow/constraint.sdc`:
```
current_design UART

set clk_period 4.5
set clk_io_pct 0.2

create_clock -name clk0 -period $clk_period [get_ports {CLK}]

set non_clock_inputs [all_inputs -no_clocks]
set_input_delay [expr $clk_period * $clk_io_pct] -clock clk0 $non_clock_inputs
set_output_delay [expr $clk_period * $clk_io_pct] -clock clk0 [all_outputs]
```
`flow/design.v`:
```
`timescale 1ns / 1ps
module BaudGeneratorTx(CLK, RST, BaudRate, Pulse);
    input CLK;
    input RST;
    input[1:0] BaudRate;
    output reg Pulse;
    reg[18:0] Counter;  
    always @ (posedge CLK or posedge RST) begin
        if(RST) begin
            Pulse <= 1'b0;
            Counter <= 19'b0;
        end else begin
            case(BaudRate)
                2'b00: begin
                    Counter <= Counter + 19'b1;
                    if(Counter == 19'd333333) begin
                        Pulse <= 1'b1;
                        Counter <= 19'b0;
                    end else begin
                        Pulse <= 1'b0;
                    end
                end
                2'b01: begin
                    Counter <= Counter + 19'b1;
                    if(Counter == 19'd10417) begin
                        Pulse <= 1'b1;
                        Counter <= 19'b0;
                    end else begin
                        Pulse <= 1'b0;
                    end
                end
                2'b10: begin
                    Counter <= Counter + 19'b1;
                    if(Counter == 19'd2604) begin
                        Pulse <= 1'b1;
                        Counter <= 19'b0;
                    end else begin
                        Pulse <= 1'b0;
                    end
                end
                2'b11: begin
                    Counter <= Counter + 19'b1;
                    if(Counter == 19'd868) begin
                        Pulse <= 1'b1;
                        Counter <= 19'b0;
                    end else begin
                        Pulse <= 1'b0;
                    end
                end
            endcase
        end
    end
endmodule
module BaudGeneratorRx(CLK, RST, BaudRate, Pulse);
    input CLK;
    input RST;
    input[1:0] BaudRate;
    output reg Pulse;
    reg[14:0] Counter;  
    always @ (posedge CLK or posedge RST) begin
        if(RST) begin
            Pulse <= 1'b0;
            Counter <= 15'b0;
        end else begin
            case(BaudRate)
                2'b00: begin
                    Counter <= Counter + 15'b1;
                    if(Counter == 15'd20833) begin
                        Pulse <= 1'b1;
                        Counter <= 15'b0;
                    end else begin
                        Pulse <= 1'b0;
                    end
                end
                2'b01: begin
                    Counter <= Counter + 15'b1;
                    if(Counter == 15'd651) begin
                        Pulse <= 1'b1;
                        Counter <= 15'b0;
                    end else begin
                        Pulse <= 1'b0;
                    end
                end
                2'b10: begin
                    Counter <= Counter + 15'b1;
                    if(Counter == 15'd163) begin
                        Pulse <= 1'b1;
                        Counter <= 15'b0;
                    end else begin
                        Pulse <= 1'b0;
                    end
                end
                2'b11: begin
                    Counter <= Counter + 15'b1;
                    if(Counter == 15'd54) begin
                        Pulse <= 1'b1;
                        Counter <= 15'b0;
                    end else begin
                        Pulse <= 1'b0;
                    end
                end
            endcase
        end
    end
endmodule
`timescale 1ns / 1ps
module Receiver(CLK, RST, BaudRate, ParityMode, StopBits, Rx, RxData, RxDataReady, Error);
    input CLK;
    input RST;
    input[1:0] BaudRate;
    input[1:0] ParityMode;  
    input StopBits;  
    input Rx;
    output reg[7:0] RxData;
    output reg RxDataReady;
    output reg Error;
    wire BaudPulse;
    reg SampleBit;  
    reg[2:0] EstablishSampleCounter;  
    reg[3:0] SampleCounter;  
    reg RxSync;
    reg RxPrev;
    reg RxBusy;
    reg RxSampling;
    reg RxParity;
    reg[3:0] State;
    BaudGeneratorRx B1(.CLK(CLK), .RST(RST), .BaudRate(BaudRate), .Pulse(BaudPulse));
    always @ (posedge CLK or posedge RST) begin
        if(RST) begin
            RxSync <= 1'b0;
            RxPrev <= 1'b0;
        end else begin
            if(BaudPulse) begin 
                RxSync <= Rx;
                RxPrev <= RxSync;
            end
        end
    end
    always @ (posedge CLK or posedge RST) begin
        if(RST) begin
            State <= 4'b0000;
            RxBusy <= 1'b0;
            RxSampling <= 1'b0;
            RxDataReady <= 1'b0;
            RxData <= 8'd0;
            EstablishSampleCounter <= 3'd0;
            SampleCounter <= 4'd0;
            SampleBit <= 1'b0;
            Error <= 1'b0;
            RxParity <= 1'b0;
        end else begin
            if(~RxSync && RxPrev && ~RxBusy) begin 
                RxBusy <= 1'b1;  
            end else begin
                RxBusy <= RxBusy;
            end
            if(RxBusy && ~RxSampling) begin 
                if(BaudPulse) begin
                    EstablishSampleCounter <= EstablishSampleCounter + 3'b1;
                    if(EstablishSampleCounter == 3'b111) begin  
                        RxSampling <= 1'b1;
                    end else begin
                        RxSampling <= 1'b0;
                    end
                end
            end
            if(RxSampling) begin
                if(BaudPulse) begin
                    SampleCounter <= SampleCounter + 4'b1;
                    SampleBit <= (SampleCounter == 4'b1111);
                end
            end
            if(BaudPulse) begin
                case(State)
                    4'b0000: begin 
                        if(RxSampling && RxBusy) State <= 4'b0001;  
                        RxDataReady <= 1'b0;
                    end
                    4'b0001: begin 
                        if(SampleBit) State <= 4'b0010;     
                        RxData[0] <= RxSync;
                    end
                    4'b0010: begin 
                        if(SampleBit) State <= 4'b0011;     
                        RxData[1] <= RxSync;
                    end
                    4'b0011: begin 
                        if(SampleBit) State <= 4'b0100;
                        RxData[2] <= RxSync;
                    end
                    4'b0100: begin 
                        if(SampleBit) State <= 4'b0101;
                        RxData[3] <= RxSync;
                    end
                    4'b0101: begin 
                        if(SampleBit) State <= 4'b0110;
                        RxData[4] <= RxSync;
                    end
                    4'b0110: begin 
                        if(SampleBit) State <= 4'b0111;
                        RxData[5] <= RxSync;
                    end
                    4'b0111: begin 
                        if(SampleBit) State <= 4'b1000;
                        RxData[6] <= RxSync;
                    end
                    4'b1000: begin  
                        if(SampleBit) begin   
                            if(ParityMode[1] == 1'b1) begin  
                                State <= 4'b1010;  
                            end else begin
                                State <= 4'b1001;  
                            end
                        end
                        RxData[7] <= RxSync;
                    end
                    4'b1001: begin  
                        if(SampleBit) State <= 4'b1010;  
                        RxParity <= RxSync;
                    end
                    4'b1010: begin   
                        if(StopBits == 1'b0) begin  
                            State <= 4'b0000;    
                            RxDataReady <= 1'b1;
                            RxBusy <= 1'b0;
                            RxSampling <= 1'b0;
                            if(ParityMode == 2'b00) begin  
                                Error <= ((RxData[0] ^ RxData[1]) ^ (RxData[2] ^ RxData[3])) ^ ((RxData[4] ^ RxData[5]) ^ (RxData[6] ^ RxData[7])) ^ RxParity;
                            end else if(ParityMode == 2'b01) begin  
                                Error <= (~((RxData[0] ^ RxData[1]) ^ (RxData[2] ^ RxData[3])) ^ ((RxData[4] ^ RxData[5]) ^ (RxData[6] ^ RxData[7])) ^ RxParity);
                            end else begin
                                Error <= 1'b0;
                            end
                        end else begin  
                            if(SampleBit) State <= 4'b1011;
                        end
                    end
                    4'b1011: begin   
                        State <= 4'b0000;    
                        RxDataReady <= 1'b1;
                        RxBusy <= 1'b0;
                        RxSampling <= 1'b0;
                        if(ParityMode == 2'b00) begin  
                            Error <= ((RxData[0] ^ RxData[1]) ^ (RxData[2] ^ RxData[3])) ^ ((RxData[4] ^ RxData[5]) ^ (RxData[6] ^ RxData[7])) ^ RxParity;
                        end else if(ParityMode == 2'b01) begin  
                            Error <= (~((RxData[0] ^ RxData[1]) ^ (RxData[2] ^ RxData[3])) ^ ((RxData[4] ^ RxData[5]) ^ (RxData[6] ^ RxData[7])) ^ RxParity);
                        end else begin
                            Error <= 1'b0;
                        end
                    end
                    default: begin 
                        State <= 4'b0000;
                    end
                endcase
            end
        end
    end
endmodule
`timescale 1ns / 1ps
module Transmitter(CLK, RST, BaudRate, ParityMode, StopBits, TxBegin, TxData, TxBusy, Tx);
    input CLK;
    input RST;
    input[1:0] BaudRate;
    input[1:0] ParityMode;   
    input StopBits;  
    input TxBegin;
    input[7:0] TxData;
    output reg TxBusy;
    output reg Tx;
    wire BaudPulse;
    reg[3:0] State;  
    reg TxBeginPending;
    reg[7:0] TxDataS;  
    BaudGeneratorTx B1(.CLK(CLK), .RST(RST), .BaudRate(BaudRate), .Pulse(BaudPulse));
    always @ (posedge CLK) begin
        if(TxBegin && ~TxBusy) TxDataS <= TxData;
        else TxDataS <= TxDataS;
    end
    always @ (posedge CLK or posedge RST) begin
        if(RST) begin
            State <= 4'b0000;
            TxBeginPending <= 1'b0;
        end else begin
            if(TxBegin) TxBeginPending <= 1'b1;  
            case(State)
                4'b0000: if(TxBeginPending & BaudPulse) begin State <= 4'b0001; TxBeginPending <= 1'b0; end  
                4'b0001: if(BaudPulse) State <= 4'b0010;  
                4'b0010: if(BaudPulse) State <= 4'b0011;  
                4'b0011: if(BaudPulse) State <= 4'b0100;  
                4'b0100: if(BaudPulse) State <= 4'b0101;  
                4'b0101: if(BaudPulse) State <= 4'b0110;  
                4'b0110: if(BaudPulse) State <= 4'b0111;  
                4'b0111: if(BaudPulse) State <= 4'b1000;  
                4'b1000: if(BaudPulse) State <= 4'b1001;  
                4'b1001: begin  
                    if(BaudPulse) begin 
                        if(ParityMode[1] == 1'b1) State <= 4'b1010;  
                        else State <= 4'b1100;  
                    end
                end
                4'b1010: begin  
                    if(BaudPulse) begin
                        if(StopBits == 1'b0) State <= 4'b0000;  
                        if(StopBits == 1'b1) State <= 4'b1011;  
                    end
                end
                4'b1011: if(BaudPulse) State <= 4'b0000;  
                4'b1100: if(BaudPulse) State <= 4'b1010;  
                default: State <= 4'b0000;
            endcase
        end
    end
    always @ (State or TxDataS or ParityMode) begin
        case(State)
            4'b0001: Tx <= 1'b0;         
            4'b0010: Tx <= TxDataS[0];    
            4'b0011: Tx <= TxDataS[1];
            4'b0100: Tx <= TxDataS[2];
            4'b0101: Tx <= TxDataS[3];
            4'b0110: Tx <= TxDataS[4];
            4'b0111: Tx <= TxDataS[5];
            4'b1000: Tx <= TxDataS[6];
            4'b1001: Tx <= TxDataS[7];    
            4'b1010: Tx <= 1'b1;         
            4'b1011: Tx <= 1'b1;         
            4'b1100: begin               
                if(ParityMode[0] == 1'b0) begin  
                    Tx <= (TxDataS[7] ^ (TxDataS[6] ^ (TxDataS[5] ^ (TxDataS[4] ^ (TxDataS[3] ^ (TxDataS[2] ^ (TxDataS[1] ^ (TxDataS[0]))))))));
                end else begin  
                    Tx <= ~(TxDataS[7] ^ (TxDataS[6] ^ (TxDataS[5] ^ (TxDataS[4] ^ (TxDataS[3] ^ (TxDataS[2] ^ (TxDataS[1] ^ (TxDataS[0]))))))));
                end
            end
            default: Tx <= 1'b1;         
        endcase
    end
    always @ (State) begin
        case(State)
            4'b0000: TxBusy <= 1'b0;     
            4'b1101: TxBusy <= 1'b0;
            4'b1110: TxBusy <= 1'b0;
            4'b1111: TxBusy <= 1'b0;
            default: TxBusy <= 1'b1;
        endcase
    end
endmodule
`timescale 1ns / 1ps
module UART(CLK, RST, BaudRate, ParityMode, StopBits, Tx, Rx, Error);
    input CLK;
    input RST;
    input[1:0] BaudRate;
    input[1:0] ParityMode;
    input StopBits;
    output Tx;
    input Rx;
    output Error;
    wire TxBusy;
    wire[7:0] RxData;
    wire RxDataReady;
    Transmitter T1( .CLK(CLK), 
                    .RST(RST), 
                    .BaudRate(BaudRate), 
                    .ParityMode(ParityMode), 
                    .StopBits(StopBits),
                    .TxBegin(RxDataReady),
                    .TxData(RxData),
                    .TxBusy(TxBusy),
                    .Tx(Tx));
    Receiver R1(    .CLK(CLK),
                    .RST(RST),
                    .BaudRate(BaudRate),
                    .ParityMode(ParityMode),
                    .StopBits(StopBits),
                    .Rx(Rx),
                    .RxData(RxData),
                    .RxDataReady(RxDataReady),
                    .Error(Error));
endmodule
```
==> deck_impl_summary.md <==
Synthesis and Place & Route Summary

Finish
  • Fill cell instance count of the final layout: a little over 700
  • Logic area: 0.00192 mm²
  • Final Instance Count excl. Fillers: about 540
  • Commonest cells after routing, fill and taps aside: 83 x sky130_fd_sc_hd__dfrtp_1, 53 x sky130_fd_sc_hd__nand2_1, 46 x sky130_fd_sc_hd__nor2_1, 34 x sky130_fd_sc_hd__xnor2_1, 21 x sky130_fd_sc_hd__nand3_1
  • Top cell excl fill/tap: sky130_fd_sc_hd__dfrtp_1
  • Layout cell share with drive strength beyond 1: between 10% and 20%
  • Footprint of the flip-flops and latches: around 0.0024 mm²
  • P&R area growth vs syn: 9.51%

Yosys
  • Synthesis area per yosys: ~0.0044 mm²
  • Number of library cell types mapped by synthesis: approximately 44
  • Share of synthesized area occupied by flip-flops and latches: ~54%
  • Post-Syn Area per Cell: between 10 and 15 µm²
  • Post-synthesis instance area: ~0.0044 mm²
  • Yosys warning total: 4
  • Top_reg_cell synth: sky130_fd_sc_hd__dfrtp_1
  • Yosys reg bits: between 90 and 100
  • Total cells reported by yosys after synthesis: ~420
  • Post-Syn Instances: ~420
  • Count of flip-flops with a built-in enable after synthesis: 8
  • Proportion of synthesized flip-flops having asynchronous set or reset: 91.4%

STA
  • Actual slew at the worst max-slew pin: slightly below 0.8 ns
  • Final setup violation count: 0
  • Final Cycle Share: around 78%
  • Final Hold Violation Tally: 0
  • Worst clock skew: between 0.015 and 0.02 ns
  • Number of max-slew violations in the final report: 0
  • Final critical path time including I/O delays and setup: roughly 3.5 ns
  • Final sum of negative setup slack: 0 ns
  • RSZ-0062 raised after global routing: false
  • Fmax: around 290 MHz
  • Worst slew margin relative to its limit: ~49%

Floorplan
  • Die extent in x: approximately 96 µm
  • I/O pin total: 10
  • Standard cell core area: approximately 0.0084 mm²
  • Die height: about 96 µm
  • Effective utilization at floorplan: between 50% and 60%
  • Cell row count: 33
  • Total Die Area: about 0.0092 mm²

Routing
  • First-pass iteration count of the detailed router: 4
  • Final routed wire length divided by cell count: between 10 and 15 µm
  • Detail-routed via count per cell: approximately 5.5
  • Post-DRT Antenna Nets: 0
  • Diode insertion count for antenna repair: 0
  • DRC: 0
  • Routed Wire Length: 7740 µm
  • Count of routing violations after the opening detailed-route iteration: 49
  • Total via count after detailed routing: 2977

Clocking
  • Clock Tree Buf Depth: 2
  • Post-cts hold-fix buffer tally: 0
  • Clock buffers created by TritonCTS: 9
  • H-tree depth: 3
  • Clk sink count: around 93
  • Count of cells resized by post-cts repair: 0
  • Buffer cell driving the clock tree root: sky130_fd_sc_hd__clkbuf_8
  • Register clock-pin slew on the reported worst setup and hold paths: 0.10 ns
  • Post-CTS Setup Inserts: 0
  • CTS tree: done
  • Insertion delay at the late pin of the worst-skew pair: about 0.36 ns

GRT
  • Maximum number of pins on one net before global-route repair: about 45
  • First-pass GRT wire length: 13500 µm
  • Global Route Usage Sum: 19.7%
  • Global route overflow: 0
  • Via count of the first global-routing pass: 2786
  • Number of antenna violations at the first check in global routing: 0

Placement
  • RePlAce Congestion: around 0.89
  • Sum of net half-perimeters after detailed placement: about 5300 µm
  • Count of input and output buffers: 9
  • Inst Count DP: about 520

Min path
  • Source of the worst hold timing path: R1.SampleCounter[3]
  • Class of the tightest hold or removal check: reg2reg
  • Hold Path Stages: 1
  • Endpoint, Worst Hold: R1.SampleCounter[3]

Worst setup path
  • Data required time at the worst endpoint: 3.60 ns
  • Crit. End Element: output pin
  • Top fanout value on the critical path: 2
  • Most used cell, CP: sky130_fd_sc_hd__xnor2_1
  • Crit-path slowest cell: sky130_fd_sc_hd__clkdlybuf4s50_1
  • FF-to-FF path depth: 7
  • Biggest cell delay along the critical path: around 0.5 ns
  • Critical path start-end classification: in2out
  • Critical R2R Launch: R1.B1.Counter[1]
  • Worst path cell trace: clkdlybuf4s50_1, xnor2_1, xnor2_1, xnor2_1, xnor2_1, o21ai_0, clkdlybuf4s50_1
  • Number of buffers and inverters on the critical path: 2
  • R2R Setup Slk: between 2 and 2.5 ns
  • CP top delay family: buffers and inverters
  • Arrival @ worst endpoint: between 2 and 3 ns
  • Endpoint of the worst-slack reg-to-reg timing path: R1.B1.Counter[4]
  • Element type at the critical path start: input pin

Run
  • Number of maximum-capacitance violations: 0
  • Stage-log warning count: 29

Pwr
  • Static Leakage: approximately 0.0021 µW
  • Power density over the cells: ~320 mW/mm²
  • VDD IR max: 225 µV

Outcome
  • Status: finished clean
## cell usage after synthesis (all sizes together) (6+ instances only)
cell | instances | share of area, %
nand3 | 21 | 2.4
inv | 17 | 1.4
nor2 | 46 | 3.9
mux2 | 19 | 4.9
o21ai | 22 | 2.5
xor2 | 17 | 3.4
clkbuf | 10 | 0.91
nor4 | 13 | 1.8
nand2 | 53 | 4.5
edfxtp | 8 | 5.4
xnor2 | 34 | 6.8
nand4 | 11 | 1.6
dfrtp | 83 | 47
a21oi | 6 | 0.68
and3 | 7 | 0.99
ha | 9 | 2.6
## through the flow
stage | power, µW | setup WS (ns) | hold WS [ns] | cell area (µm²) | utilization [%]
after detailed placement | 892 | 1.01 | 0.473 | 4580 | 54.7
after floorplan | 876 | 1.41 | 0.442 | 4410 | -
final | 1540 | 1.01 | 0.487 | 4830 | 57.6
after CTS | 1570 | 0.991 | 0.489 | 4830 | 57.6
after global routing | 1600 | 0.868 | 0.502 | 4830 | 57.6
after global placement | 891 | 1.04 | 0.465 | 4580 | 54.7
## where the power goes
group | internal, µW | total [µW] | switching (µW)
Clock | 375 | 672 | 296
Sequential | 844 | 844 | 0
Combinational | 9.25 | 29.4 | 20.1
Total | 1230 | 1540 | 316
## cell type report
cell class                 count  share of cell area (%)
clock inverter                 6                    2.41
inverter                      17                    1.35
timing repair buffer          10                    2.02
sequential                    93                    49.1
multi-input combinational    299                    39.8
clock buffer                  10                    2.64
tap                          105                    2.72
## sequential cells by signal, indices dropped and copies added (netlist names), 3 cells and up, named ones only
| signal | cells |
|---|---|
| R1.SampleCounter | 4 |
| T1.TxDataS | 8 |
| T1.B1.Counter | 19 |
| R1.State | 12 |
| R1.RxData | 8 |
| R1.B1.Counter | 15 |
| T1.State | 5 |
| R1.EstablishSampleCounter | 3 |
## cells by family (layout without fill, tap and decap cells)
logic type,after synthesis,after routing,share of synthesized area (%)
and+or+nand+nor,177,177,20.1
DFF,93,93,53.8
xor gates and xnor gates,51,51,10.1
AOI/OAI and AO/OA,43,43,5.90
buffers and inverters,29,43,2.70
muxes,19,19,4.85
adders and majority gates,9,9,2.55
## worst max-delay path by stage
| stage | cells past startpoint | start | end |
|---|---|---|---|
| after CTS | 7 | ParityMode[0] | Tx |
| after global routing | 7 | ParityMode[0] | Tx |
| final | 7 | ParityMode[0] | Tx |
## per-layer routing
| layer | track usage [%] | part of all wire [%] | vias to the layer above |
|---|---|---|---|
| met3 | 2.97 | 3.8 | 8 |
| met2 | 29.3 | 46 | 49 |
| li1 | - | - | 1481 |
| met5 | 0 | 0 | - |
| met1 | 33.6 | 49 | 1439 |
| met4 | 1.99 | 1.3 | 0 |
Power and IR drop assume default switching activity.
